==> flow/design.v <==
module one_(OUT, IN0, IN1, S);
    input IN0, IN1, S;
    output OUT;
    wire AND1OUT, AND2OUT;
    and and1(AND1OUT, ~S, IN0);
    and and2(AND2OUT, S, IN1);
    or or1(OUT, AND1OUT, AND2OUT);
endmodule
module two(OUT, A, C, S, X0, X1, X2);
    input A, C, S, X0, X1, X2;
    output OUT;
    wire WIRE1, WIRE2, WIRE3;
    and and1(WIRE1, S, C, X0);
    and and2(WIRE2, S, ~C, A, X1);
    and and3(WIRE3, ~S, X2);
    or or1(OUT, WIRE1, WIRE2, WIRE3);
endmodule
module one_BITSHIFT_1(A, C, S, X, Y);
    input A, C, S;
    input[7:0] X;
    output[7:0] Y;
    two bit7(Y[7], A, C, S, X[0], X[7], X[7]);
    one_ bit6(Y[6], X[6], X[7], S);
    one_ bit5(Y[5], X[5], X[6], S);
    one_ bit4(Y[4], X[4], X[5], S);
    one_ bit3(Y[3], X[3], X[4], S);
    one_ bit2(Y[2], X[2], X[3], S);
    one_ bit1(Y[1], X[1], X[2], S);
    one_ bit0(Y[0], X[0], X[1], S);
endmodule
module one_BITSHIFT_2(A, C, S, X, Y);
    input A, C, S;
    input[7:0] X;
    output[7:0] Y;
    two bit7(Y[7], A, C, S, X[1], X[7], X[7]);
    two bit6(Y[6], A, C, S, X[0], X[7], X[6]);
    one_ bit5(Y[5], X[5], X[7], S);
    one_ bit4(Y[4], X[4], X[6], S);
    one_ bit3(Y[3], X[3], X[5], S);
    one_ bit2(Y[2], X[2], X[4], S);
    one_ bit1(Y[1], X[1], X[3], S);
    one_ bit0(Y[0], X[0], X[2], S);
endmodule
module one_BITSHIFT_3(A, C, S, X, Y);
    input A, C, S;
    input[7:0] X;
    output[7:0] Y;
    two bit7(Y[7], A, C, S, X[3], X[7], X[7]);
    two bit6(Y[6], A, C, S, X[2], X[7], X[6]);
    two bit5(Y[5], A, C, S, X[1], X[7], X[5]);
    two bit4(Y[4], A, C, S, X[0], X[7], X[4]);
    one_ bit3(Y[3], X[3], X[7], S);
    one_ bit2(Y[2], X[2], X[6], S);
    one_ bit1(Y[1], X[1], X[5], S);
    one_ bit0(Y[0], X[0], X[4], S);
endmodule
module RIGHTSHIFTER(A, C, S, DATA, OUT);
    input A, C;
    input[2:0] S;
    input[7:0] DATA;
    output reg [7:0] OUT;
    wire[7:0]  WIRE1, WIRE2,WIRE3;
    one_BITSHIFT_1 shift0_(A, C, S[0], DATA, WIRE1);
	one_BITSHIFT_2 shift1_(A, C, S[1], WIRE1, WIRE2);
	one_BITSHIFT_3 shift2_(A, C, S[2], WIRE2, WIRE3);
	always @ (A,C,S,DATA)
	begin
		#1 OUT =  WIRE3;
	end
endmodule
==> flow/run.sh <==
#!/bin/bash
# OpenROAD 26Q1-2900-gdf79404cd8, Yosys 0.63+post, stock flow scripts
make -C /OpenROAD-flow-scripts/flow DESIGN_CONFIG=/design/flow/config.mk WORK_HOME=/design/flow/orfs finish
==> flow/config.mk <==
export PLATFORM = sky130hd
export DESIGN_NAME = RIGHTSHIFTER
export DESIGN_NICKNAME = RIGHTSHIFTER
export VERILOG_FILES = /design/flow/design.v
export SDC_FILE = /design/flow/constraint.sdc
export NUM_CORES = 4
export LEC_CHECK = 1
export CORE_AREA = 10 10 70 70
export DIE_AREA = 0 0 80 80
==> flow/constraint.sdc <==
current_design RIGHTSHIFTER

set clk_period 2.5
set clk_io_pct 0.2

create_clock -name clk0 -period $clk_period

set non_clock_inputs [all_inputs -no_clocks]
set_input_delay [expr $clk_period * $clk_io_pct] -clock clk0 $non_clock_inputs
set_output_delay [expr $clk_period * $clk_io_pct] -clock clk0 [all_outputs]
==> job_summary.md <==
## Implementation flow summary

| Metric | Value |
|---|---|
| Outcome | `finished, final reports clean` |
| DP HPWL | `1230 um` |
| Detailed Route Iter0 Violations | `between 60 and 70` |
| Final setup vio count | `0` |
| Synth-to-Final Area Change | `81.8%` |
| Final period util | `a little over nine tenths` |
| Fmax | `between 400 and 500 MHz` |
| Critical path peak fanout | `6` |
| Reg area | `0 um^2` |
| Cell Int Power | `just over 80 uW` |
| Vias/cell | `roughly 4.0` |
| Gp weighted congestion | `a little under 0.9` |
| Total of clock buffers placed in the layout | `0` |
| Sequential share of the synthesized area | `0%` |
| Vias | `roughly 560` |
| # Cells Yosys | `65` |
| Number of non-filler instances in the completed layout | `138` |
| CORE AREA | `3420 um^2` |
| Measured slew at the worst slew-check pin | `~0.24 ns` |
| Crit end category | `output pin` |
| Setup Crit Path Kind | `input pin to output pin` |
| Slew HR | `approximately 84%` |
| Dpl cells | `about 130` |
| Maxcap violations | `0` |
| Die width | `approximately 80 um` |
| Drc violations | `0` |
| Post-route setup slack | `approximately 0.085 ns` |
| Final hold violations | `0` |
| Chip area | `around 6400 um^2` |
| Gate power share | `~100%` |
| First-pass GRT wire length | `~2700 um` |
| Crit-path cells | `dlygate4sd2_1 -> buf_6 -> buf_4 -> mux2_4 -> nand2_1 -> and3_1 -> o22ai_2 -> dlygate4sd2_1` |
| Buffers added on ports | `21` |
| CP startpoint kind | `input pin` |
| Max VDD drop | `approximately 28 uV` |
| OpenROAD warnings | `32` |
| Most used cell, CP | `dlygate4sd2_1` |
| Initial antenna violation count | `0` |
| Seq cells | `0` |
| Die height | `around 80 um` |
| Mapped Cells | `approximately 65` |
| Final Routed Wirelength | `around 1600 um` |
| Net Switching | `56.5 uW` |
| Power per cell area | `between 150 and 200 nW/um^2` |
| Final ANT Viol Nets | `0` |
| Hold slack | `around 1.6 ns` |
| Crit path time final | `2.41 ns` |
| CTS hold repair buffers | `0` |
| Placement Rows | `21` |
| Share of power burned in registers | `0%` |
| Sw frac | `41.3%` |
| Total GRT Usage | `under 10%` |
| Initial DRT Pass Iterations | `4` |
| Setup TNS | `0 ns` |
| Worst EP arrival | `between 1.5 and 2 ns` |
| Fp_density | `12.9%` |
| Critical path's largest stage delay | `roughly 0.30 ns` |
| Yosys chip area | `between 400 and 500 um^2` |
| Slowest CP cell | `mux2_4` |
| GR Overflow Total | `0` |
| Vias in the first global route | `between 500 and 600` |
| Post-synthesis cell area | `between 400 and 500 um^2` |
| IO Pins | `21` |
| RSZ-0062 raised after global routing | `false` |
| Largest net degree at the start of global routing | `9` |
| Avg WL per Cell | `11.8 um` |
| CP required | `approximately 2.0 ns` |
| Distinct lib cells | `27` |
| Avg Cell Area, Syn | `between 6 and 7 um^2` |
| Clk pwr share | `0%` |
| Max-slew violations | `0` |
| Synth warn | `1` |
| Worst min path class | `input pin to output pin` |
| Layout cells sized above 1 | `33.7%` |
| Leakage dissipation | `between 0.0003 and 0.0004 uW` |
| Setup WS pre-CTS | `-0.266 ns` |
| ANT cells | `0` |
cell families after synthesis:
| logic type | share of synthesized area [%] |
|---|---|
| buf+inv | 20.2 |
| compound gates | 25.3 |
| simple gates | 23.6 |
| mux | 31.0 |
stage by stage:
| stage | power (uW) | instance area (um^2) | util [%] |
|---|---|---|---|
| 3_5_place_dp | 129 | 691 | 20.2 |
| 6_report | 137 | 801 | 23.4 |
| 2_1_floorplan | 74.6 | 440 | - |
| 4_1_cts | 139 | 786 | 23.0 |
| 5_1_grt | 152 | 801 | 23.4 |
| 3_3_place_gp | 129 | 691 | 20.2 |
cell usage in the layout, fill, tap and decap left out:
cell type,count
o32a_1,1
mux2i_2,2
and3_1,1
a21oi_1,4
o31ai_1,1
nand3b_1,1
buf_2,2
o21ai_0,1
mux2i_4,2
mux2_4,2
buf_4,14
and2_1,1
nand2b_1,3
o21ai_1,4
o22ai_2,2
dlymetal6s2s_1,3
buf_6,2
nor2b_2,1
nor2_1,5
inv_1,1
nand2_1,8
mux2i_1,4
o22a_1,1
mux2_2,3
o32ai_1,1
o211ai_2,1
dlygate4sd2_1,18
nand3_1,2
a31oi_1,1
synthesized netlist by cell type:
cell type	count	area share [%]
a21oi_1	4	4.5
a31oi_1	1	1.4
and2_1	1	1.4
and3_1	1	1.4
buf_2	1	1.1
buf_4	8	14
buf_6	1	2.6
clkbuf_1	1	0.85
clkbuf_2	1	1.1
inv_1	1	0.85
mux2_1	1	2.6
mux2_2	4	10
mux2i_1	8	18
nand2_1	8	6.8
nand2b_1	3	4.3
nand3_1	2	2.3
nand3b_1	1	1.7
nor2_1	5	4.3
nor2b_1	1	1.4
o211ai_2	1	2.8
o21ai_0	2	2.3
o21ai_1	3	3.4
o22a_1	1	2.0
o22ai_1	2	2.8
o31ai_1	1	1.7
o32a_1	1	2.3
o32ai_1	1	2.0
final timing paths:
kind / start / to / slack [ns] / cells past startpoint
worst max-delay path: S[0] / OUT[2] / 0.09 / 8
worst min-delay path: S[2] / OUT[3] / 1.64 / 4
worst max-delay path, delay by kind of cell:
family          cells  cell delay [ns]
buf+inv             4             0.77
mux                 1             0.30
simple gates        2             0.26
compound gates      1             0.07
power by group through the flow:
stage / logic [uW] / registers [uW] / clock network, uW
6_report: 137 / 0 / 0
5_1_grt: 152 / 0 / 0
4_1_cts: 139 / 0 / 0
repair_timing:
action,in CTS,in global routing
gates cloned,2,0
gates resized,32,4
endpoints found under the setup margin,8,3
setup buffers,6,1
pin swaps,5,1
layout make-up:
class	count	area, um^2
timing repair buffer	39	333
inverter	1	3.75
tap	46	57.6
fill	384	2620
multi-input combinational	52	407
routing by layer:
layer / part of all wire (%) / track usage, % / up-vias
met5: 0 / 0 / -
met4: 0 / 0 / 0
met3: 9.3 / 1.59 / 0
met2: 39 / 7.70 / 21
met1: 52 / 7.02 / 252
li1: - / - / 285
Power figures rest on the tool's default switching activity, not on a simulated workload.
