==> design/flow/design.v <==
module reg_file(IN, OUT1, OUT2, INADDRESS, OUT1ADDRESS, OUT2ADDRESS, WRITE, CLK, RESET);
    input[7:0] IN;  
    input[2:0] INADDRESS, OUT1ADDRESS, OUT2ADDRESS;  
    input WRITE, CLK, RESET;  
    output reg[7:0] OUT1, OUT2;  
    integer i;  
    reg[7:0] register[7:0];  
    always @ (OUT1ADDRESS, OUT2ADDRESS, register[OUT1ADDRESS], register[OUT2ADDRESS]) begin
        #2  
        OUT1 = register[OUT1ADDRESS];  
        OUT2 = register[OUT2ADDRESS];
    end
    always @ (posedge CLK) begin
        if (RESET == 1)  
            #1  for (i = 0; i < 8; i = i + 1)  
                    register[i] = 0;
        else if (WRITE == 1)  
            register[INADDRESS] = #1 IN;  
    end
endmodule
==> design/flow/run.sh <==
#!/bin/bash
# OpenROAD 26Q1-2900-gdf79404cd8, Yosys 0.63+post, stock flow scripts
make -C /OpenROAD-flow-scripts/flow DESIGN_CONFIG=/design/flow/config.mk WORK_HOME=/design/flow/orfs finish
==> design/flow/config.mk <==
export PLATFORM = sky130hd
export DESIGN_NAME = reg_file
export DESIGN_NICKNAME = reg_file
export VERILOG_FILES = /design/flow/design.v
export SDC_FILE = /design/flow/constraint.sdc
export NUM_CORES = 4
export LEC_CHECK = 1
export CORE_UTILIZATION = 30
==> design/flow/constraint.sdc <==
current_design reg_file

set clk_period 3.4
set clk_io_pct 0.2

create_clock -name clk0 -period $clk_period [get_ports {CLK}]

set non_clock_inputs [all_inputs -no_clocks]
set_input_delay [expr $clk_period * $clk_io_pct] -clock clk0 $non_clock_inputs
set_output_delay [expr $clk_period * $clk_io_pct] -clock clk0 [all_outputs]
==> results_slide.txt <==
Key Metrics from the Run

Cells and area
  – Fillers: 1055
  – Area grow syn2layout: 25.49%
  – Max reg flops: 64
  – Final std cells w/o fill: 410
  – Post-route cell area: 0.004448 sq mm
  – Share of layout cells above drive strength 1: 0.1948

Routing
  – Drt total wl: 8129 microns
  – Vias per cell: 5.288
  – Diode count: 0
  – DRT Pass-1 Iters: 4
  – Antenna viol nets, final: 0
  – Via count: 2168
  – Detailed-route DRC error count: 0
  – WL/cell: 19.83 microns
  – Iter 0 DRT Violations: 33

Setup path
  – WS Path Type: in2out
  – CP max FO: 16
  – Required @ worst endpoint: 2.72 ns
  – Delay-heaviest family, CP: buffers and inverters
  – Crit path largest cell delay: 0.50 ns
  – Cell Chain, Critical Path: clkdlybuf4s50_1, buf_12, mux4_1, mux2_2, clkdlybuf4s50_1
  – CP most frequent cell: clkdlybuf4s50_1
  – Slowest CP cell: clkdlybuf4s50_1
  – Critical path arrival: 2.39 ns
  – Startpoint types: input port
  – CP endpoint kind: output port
  – WP buf/inv: 3

Timing
  – Worst Hold Margin: 1.146 ns
  – Final Setup Violations: 0
  – Final hold vios: 0
  – Setup TNS: 0 ns
  – RSZ-0062 raised after global routing: no
  – Worst-margin pin slew: 0.8637 ns
  – Fin. max-slew vios: 0
  – Max Fclk: 325.3 MHz
  – Slew margin rel.: 0.4242
  – Fin crit period: 3.074 ns
  – Final period util: 0.9042

Floorplanning
  – Fp util: 0.3091
  – Height of the die: 110.7 microns
  – Io pins: 36
  – CORE AREA: 0.01147 sq mm
  – Chip area: 0.01225 sq mm
  – Site Rows: 39
  – Die W: 110.7 microns

Clock network
  – Postcts setup bufs: 0
  – # clock sinks: 64
  – Clock Pin Slew Worst Setup and Hold Paths: 0.05 ns
  – Cts bufs inserted: 9
  – Cts hold-fix bufs: 0
  – Clk buf depth: 2
  – CTS tree: yes
  – Root Buffer: clkbuf_16
  – H-Tree Depth: 3
  – Post-CTS sizing: 0

Placement
  – Post-DP HPWL: 5296 microns
  – Gp weighted congestion: 0.7839
  – Inst Count DP: 392
  – Placed instance area: 0.004080 sq mm
  – IO buf count: 35

Yosys
  – Post-synth top area cell: edfxtp_1
  – Warnings, synthesis: 1
  – Synth Instances: 222
  – Synth flops: 64
  – Max-area cell share: 0.5422
  – Post-Syn Area: 0.003545 sq mm
  – Yosys cell count: 222
  – Biggest area cells: edfxtp_1 (54%), mux4_1 (21%), nor3_1 (9.0%)
  – Synth Area per Inst: 15.97 sq um
  – Yosys cell types: 17
  – Sequential element share of the synthesized area: 0.5422
  – Yosys chip area: 0.003545 sq mm

Global route
  – Vias in the first global route: 2373
  – Initial antenna violation count: 0
  – Largest net degree at the start of global routing: 29
  – GRT Residual Overflow: 0
  – Gr usage total: 0.1456
  – First-pass GRT wire length: 12800 microns

Run status
  – Status: finished, final reports clean

Worst hold path
  – Min-Delay Path Class: in2reg

Power and ir drop
  – Cell area power density: 492.1 mW/mm^2
  – Max IR drop VDD: 0.0002641 V
  – P_leak: 1.491 nW

Run
  – Max Cap Violations: 0
  – Log Warnings: 25
==> cells in the final DEF (no fill, tap or decap) <==
cell and n:
or2_2 1, clkbuf_1 1, edfxtp_1 64, mux2_2 16, o21bai_1 8, nor3_1 64, nand3b_1 1, clkinv_1 10
mux4_2 3, dlymetal6s2s_1 2, mux4_1 29, buf_4 12, nand2b_1 2, clkbuf_16 11, clkinv_4 1, nand2_1 1
clkdlybuf4s50_1 33, bufinv_16 2, or3b_2 1, clkinvlp_4 1, buf_12 4
==> power by group <==
part	switching (mW)	leakage, nW	internal [mW]
Clock	0.315	0.148	0.637
Combinational	0.122	0.730	0.176
Sequential	0.0210	0.613	0.919
Total	0.457	1.49	1.73
==> metrics by stage <==
| step | utilization | setup slack [ns] | total power, mW |
|---|---|---|---|
| 3_3_place_gp | 0.3558 | 0.01518 | 1.247 |
| 5_1_grt | 0.3879 | 0.2713 | 2.270 |
| 4_1_cts | 0.3831 | 0.02671 | 2.207 |
| 2_1_floorplan | - | 1.028 | 1.107 |
| 6_report | 0.3879 | 0.3256 | 2.189 |
| 3_5_place_dp | 0.3558 | 0.02804 | 1.251 |
==> tightest hold or removal path, delay by kind of cell <==
family,cells,cell delay [ns]
and+or+nand+nor,1,0.08
buffers and inverters,2,0.54
==> cells in the mapped netlist <==
master,instances
buf_6,5
mux4_1,29
mux2_2,16
buf_2,3
clkbuf_1,10
nand2_1,1
clkinv_1,8
o21bai_1,8
mux4_2,3
buf_12,2
nor3_1,64
nand2b_1,2
buf_1,4
nand3b_1,1
or3b_2,1
or2_2,1
edfxtp_1,64
==> final cells by class <==
class,count,area [sq um],share of cell area
Timing Repair Buffer,53,575.6,0.1294
Clock inverter,6,83.83,0.01885
Inverter,8,30.03,0.006751
Sequential cell,64,1922,0.4321
Tap cell,143,178.9,0.04023
Clock buffer,10,229.0,0.05148
Multi-Input combinational cell,126,1429,0.3212
==> cells by family after synthesis <==
family	count (synthesis)	synth area share
mux	48	0.2849
flops	64	0.5422
compound gates	8	0.01694
simple gates	70	0.1013
buf+inv	32	0.05471
==> routing by layer <==
metal,share of wire,vias to the layer above,GRT usage
met1,0.38,1032,0.1908
met3,0.13,16,0.09197
li1,-,1006,-
met4,0.026,0,0.03111
met5,0,-,0
met2,0.47,114,0.2133
==> worst paths after layout <==
kind	start	end	cells past startpoint
hold / removal	IN[3]	register[6][3]	3
setup / recovery	OUT1ADDRESS[2]	OUT1[4]	5
Power figures rest on the tool's default switching activity, not on a simulated workload.
