==> run.sh <==
#!/bin/bash
# OpenROAD 26Q1-2900-gdf79404cd8, Yosys 0.63+post, stock flow scripts
make -C /OpenROAD-flow-scripts/flow DESIGN_CONFIG=/design/flow/config.mk WORK_HOME=/design/flow/orfs finish
==> config.mk <==
export PLATFORM = sky130hd
export DESIGN_NAME = icache
export DESIGN_NICKNAME = icache
export VERILOG_FILES = /design/flow/design.v
export SDC_FILE = /design/flow/constraint.sdc
export NUM_CORES = 4
export LEC_CHECK = 1
export CORE_UTILIZATION = 30
==> constraint.sdc <==
current_design icache

set clk_period 38.3
set clk_io_pct 0.2

create_clock -name clk0 -period $clk_period [get_ports {CLK}]
create_clock -name clk1 -period $clk_period [get_ports {MEM_BUSYWAIT}]

set non_clock_inputs [all_inputs -no_clocks]
set_input_delay [expr $clk_period * $clk_io_pct] -clock clk0 $non_clock_inputs
set_output_delay [expr $clk_period * $clk_io_pct] -clock clk0 [all_outputs]
==> design.v <==
module icache(CLK, MEM_BUSYWAIT, PC, READDATA, READ, BUSYWAIT, OUTADDRESS, INSTRUCTION);
    input CLK, MEM_BUSYWAIT;
    input[31:0] PC;
    input[127:0] READDATA;
    output reg READ, BUSYWAIT;
    output reg[5:0] OUTADDRESS;
    output reg[31:0] INSTRUCTION;
    reg[127:0] CACHE_MEM[7:0];  
    reg[2:0] ADDRESSTAG[7:0];  
    reg VALIDBIT[7:0];  
    integer i;
    initial
        for (i = 0; i < 8; i++) begin
                VALIDBIT[i] = 1'b0;
                ADDRESSTAG[i] = 3'b0;
            end
    reg[1:0] OFFSET;
    reg[2:0] INDEX, TAG;
    always @ (PC) begin  
        OFFSET = PC[3:2];
        INDEX = PC[6:4];
        TAG = PC[9:7];
        OUTADDRESS = PC[9:4];
    end
    reg[127:0] DATABLOCK;
    reg[2:0] CACHETAG;
    reg VALID;
    always @ (*) begin
        #1
        DATABLOCK = CACHE_MEM[INDEX];
        CACHETAG = ADDRESSTAG[INDEX];
        VALID = VALIDBIT[INDEX];
    end
    reg HIT;
    always @ (*)
        #0.9
        if (CACHETAG == TAG && VALID == 1'b1) begin
            HIT = 1'b1;
        end
        else begin
            HIT = 1'b0;
            BUSYWAIT = 1'b1;
        end
    always @ (*)
            case(OFFSET)
                2'b00 : 
                    #1 INSTRUCTION = DATABLOCK[31:0];
                2'b01 : 
                    #1 INSTRUCTION = DATABLOCK[63:32];
                2'b10 : 
                    #1 INSTRUCTION = DATABLOCK[95:64];
                2'b11 : 
                    #1 INSTRUCTION = DATABLOCK[127:96];
            endcase
    always @ (posedge CLK)
        if (HIT == 1'b0)
            READ = 1'b1;
    always @ (negedge MEM_BUSYWAIT) begin
        #1 
        CACHE_MEM[INDEX] = READDATA;
        READ = 1'b0;
        ADDRESSTAG[INDEX] = TAG;
        VALIDBIT[INDEX] = 1'b1;
        BUSYWAIT = 1'b0;
    end
endmodule
==> out/metrics.cfg <==
[status]
status=complete, no violations

[final_timing]
drv_slew=0
hold_slack_ns=15.32
setup_tns_ns=0
relSlewSlack_pct=37.3
final-setup-viol-count=0
hold_viol=0
tightestPinTransition_ns=0.916
rsz0062_at_grt=no

[drt]
vias=24300
avgViaCountPerCell=4.73
wl_per_cell_um=22.3
firstDrtPassIters=6
drt-initial-drc-count=1366
routed_wl_mm=114
final_antenna_net_count=0
route.detailed.drc=0

[critical_path]
critical-path-slowest-cell=a22oi_1
critical_path_required_ns=30.64
crit_fanout=1
critPathArrivalTime_ns=22.30
endpoint_kind=output pin
crit_buf_inv=1
startpoint=CACHE_MEM[1][116]$_DFFE_NP_
path_delay_family=AND-OR/OR-AND gates
path_cells=mux2_2 -> a221oi_1 -> o22ai_1 -> a22oi_1 -> a21oi_1 -> clkdlybuf4s50_1
cpPeakStageDelay_ns=0.63
critPathLaunchType=register
setup.worst_path.end=INSTRUCTION[20]
critPathKind=register to output pin
crit_cells=6

[yosys]
synth.cell_area_mm2=0.0396
ys_sh_aoi_pct=7.54
numSynthFlops=1024
edf_count=1024
async_flop_share_pct=0
flop_cell=edfxtp_1
synthSimpleGateAreaFrac_pct=2.34
postSynthSeqShare_pct=77.7
avgSynthCellArea_um2=19.1
logic_family=multiplexers
ys.warnings.count=4
yosys_area_mm2=0.0396
ys_cells=2069
ys_types=56
ys_sh_adder_pct=0
muxShareOfSynthArea_pct=10.1
synth-xor-area-share_pct=0
synth_cells=2069

[clock_network]
htree_levels=3
cts-resized-gates=0
numCtsBuffers=106
root_buffer=clkbuf_16
hold_buffers=0
cts_tree=done
path_clk_slew_ns=0.04
clk_path_buf_depth=3
cts_sinks=1024
postCtsSetupRepairBufs=0

[final_layout]
layout_top_cell=inv_1
layout_top_cells=1,046 x inv_1, 1,024 x edfxtp_1, 163 x clkdlybuf4s50_1
area_growth_syn_to_layout_pct=28.8
final_area_mm2=0.0510
stdcell_count=5135
largest_reg_flops=1024
layout-drive-gt1-share_pct=13.1

[floorplan]
io_pins=202
chipArea_mm2=0.133
die_x_um=365
fp_util_pct=30.4
die_h_um=365
rows=132
core_mm2=0.130

[placement]
gp_congestion=0.842
dp_hpwl_mm=64.0
place_area_mm2=0.0433
place_inst=3909
numPortBuffers=168

[pwr]
power_density_mw_per_mm2=59.2
power_frac_comb_pct=6.0
switchingPower_mw=0.804
clkPwrFrac_pct=50.4
p_leak_nw=20.6
seq_power_share_pct=43.6
p_int_mw=2.22
vdd_drop_max_uv=40.6
p_sw_share_pct=26.6

[run]
max_cap_viol_count=0
warnings=1055

[hold_path]
hp-class=input pin to output pin

[global_route]
grt_max_degree=102
grt_usage_pct=18.4
grt_overflow=0
grt_pass1_vias=27400
antenna_found_initial=39
grt_pass1_wl_mm=165

==> cell type report <==
class                   instances  area (um2)
multi-input cells             897        7980
diodes                         15        37.5
fillers                     11500       79200
inverters                       4        15.0
flip-flops and latches       1024       30700
clock inverters              1102        4950
repair buffers                241        2320
clock buffers                 110        2750
well taps                    1742        2180
==> routing by layer <==
metal  up-vias  global-route usage [%]  wire length, um
li1      11000                       -                -
met2      1437                    27.3            55600
met5         -                    2.11              665
met1     11500                    17.9            37000
met3       212                    15.3            17800
met4        48                    8.38             3370
==> kinds of logic (layout without fill, tap and decap cells) <==
family                 Yosys count  after routing
multiplexers                   281            281
buffers and inverters          149           1457
AND/OR/NAND/NOR                200            200
AND-OR/OR-AND                  414            414
other                            1             17
flip-flops                    1024           1024
==> synth_stat cells, types with 3 or more instances <==
cell type | count | area [um2]
nor2_1 | 57 | 214
a211oi_1 | 6 | 45.0
a22o_1 | 21 | 184
buf_2 | 56 | 280
buf_6 | 14 | 158
nor3_1 | 8 | 40.0
or3b_2 | 3 | 26.3
nor2b_1 | 8 | 50.1
and3_1 | 16 | 100
nand2b_1 | 6 | 37.5
a221o_1 | 16 | 160
o221a_2 | 3 | 33.8
nand2_1 | 76 | 285
a31oi_1 | 11 | 68.8
mux2_2 | 77 | 867
o211ai_1 | 3 | 22.5
o22ai_1 | 39 | 244
a21oi_1 | 55 | 275
a31o_2 | 4 | 35.0
edfxtp_1 | 1024 | 30700
a22oi_1 | 67 | 503
or2_2 | 3 | 18.8
o2bb2ai_1 | 13 | 114
mux4_2 | 87 | 1960
o21ai_0 | 65 | 325
a222oi_1 | 5 | 50.1
buf_4 | 48 | 360
a221oi_1 | 72 | 631
mux2i_1 | 117 | 1170
o22a_1 | 3 | 26.3
nand3_1 | 8 | 40.0
o211a_1 | 3 | 30.0
inv_1 | 4 | 15.0
o221ai_1 | 15 | 131
clkbuf_1 | 25 | 93.8
and2_1 | 5 | 31.3
==> worst min-delay path by stage <==
stage	startpoint	to	slack, ns	depth (start not counted)
CTS	PC[7]	OUTADDRESS[3]	15.32	0
global route	PC[7]	OUTADDRESS[3]	15.32	0
finish	PC[7]	OUTADDRESS[3]	15.32	0
==> metrics by stage <==
stage                     power (mW)  setup slack, ns  utilization (%)
after floorplan                 1.58             1.53                -
after global placement          1.66             7.96             33.2
after detailed placement        1.67             7.92             33.2
after CTS                       3.07             8.28             39.1
after global routing            3.21             8.06             39.2
final                           3.02             8.34             39.2
==> power by group through the flow <==
stage / Sequential (mW) / Clock, mW / Combinational [mW]
4_1_cts: 1.32 / 1.57 / 0.184
5_1_grt: 1.32 / 1.70 / 0.196
6_report: 1.32 / 1.52 / 0.183
Power and IR drop assume default switching activity.
